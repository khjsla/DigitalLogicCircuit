==> /design/flow/run.sh <==
#!/bin/bash
# OpenROAD 26Q1-2900-gdf79404cd8, Yosys 0.63+post, stock flow scripts
make -C /OpenROAD-flow-scripts/flow DESIGN_CONFIG=/design/flow/config.mk WORK_HOME=/design/flow/orfs finish
==> /design/flow/config.mk <==
export PLATFORM = sky130hd
export DESIGN_NAME = p_encoder
export DESIGN_NICKNAME = p_encoder
export VERILOG_FILES = /design/flow/design.v
export SDC_FILE = /design/flow/constraint.sdc
export NUM_CORES = 4
export LEC_CHECK = 1
export CORE_AREA = 10 10 70 70
export DIE_AREA = 0 0 80 80
==> /design/flow/constraint.sdc <==
current_design p_encoder

set clk_period 1.0
set clk_io_pct 0.2

create_clock -name clk0 -period $clk_period

set non_clock_inputs [all_inputs -no_clocks]
set_input_delay [expr $clk_period * $clk_io_pct] -clock clk0 $non_clock_inputs
set_output_delay [expr $clk_period * $clk_io_pct] -clock clk0 [all_outputs]
==> /design/flow/design.v <==
module p_encoder(A,Z,NR);
input [7:0] A;
output reg [2:0] Z;
output reg NR;
always @(A)
begin
if(A==8'b00000001) Z=3'b000;
else if(A==8'b0000001x) Z=3'b001;
else if(A==8'b000001xx) Z=3'b010;
else if(A==8'b00001xxx) Z=3'b011;
else if(A==8'b0001xxxx) Z=3'b100;
else if(A==8'b001xxxxx) Z=3'b101;
else if(A==8'b01xxxxxx) Z=3'b110;
else if(A==8'b1xxxxxxx) Z=3'b111;
else 
begin
Z=3'bxxx; 
NR=1;
end
end
endmodule
==> impl_report.txt <==
=== SYNTHESIS / PLACE & ROUTE SUMMARY ===
----------------------------------------------------
[Global route]
  Overall global routing resource usage ........................ 1.69%
  Vias in the first global route ........................ 176
  Leftover overflow at the end of global routing ........................ 0
  Maximum number of pins on one net before global-route repair ........................ 5
  Wire length of the first global-routing pass ........................ 897 um
  Antenna violations before repair ........................ 0

[Placed design]
  Post-detailed-placement half-perimeter wirelength ........................ 467 um
  Final weighted congestion in routability-driven placement ........................ 0.834
  Post-Place Worst Slack ........................ -0.942 ns
  Buffers added on ports ........................ 11

[Floorplan]
  DIE WIDTH ........................ 80 um
  I/O pin count ........................ 12
  Effective utilization at floorplan ........................ 2.53%
  Chip Footprint ........................ 6400 sq um
  Overall die height ........................ 80 um
  Standard-cell rows ........................ 21
  Standard cell core area ........................ 3420 sq um

[Yosys]
  Top-area cell share ........................ 10.1%
  Cell count in the Yosys report ........................ 15
  Count of cell types in the netlist ........................ 13
  Area of the mapped netlist ........................ 86.3 sq um
  Yosys warns ........................ 1
  Share of synthesized area occupied by flip-flops and latches ........................ 0%
  Commonest cells post-synth ........................ sky130_fd_sc_hd__inv_1, sky130_fd_sc_hd__nor2_1
  Top cells, area ........................ sky130_fd_sc_hd__a211o_1, sky130_fd_sc_hd__o41ai_1, sky130_fd_sc_hd__a211oi_1
  Total cell area reported by yosys after synthesis ........................ 86.3 sq um
  Largest area contributor in the netlist ........................ sky130_fd_sc_hd__a211o_1
  Number of instances in the synthesized netlist ........................ 15
  Post-Synthesis Mean Instance Area ........................ 5.76 sq um

[Layout]
  Fraction of final layout cells sized beyond drive strength 1 ........................ 70.4%
  Number of sequential cells in the layout ........................ 0
  Finished Core Util ........................ 8.35%
  Register Area ........................ 0 sq um
  Clock buffer count in the final layout ........................ 0
  Synthesis-to-layout area growth ........................ 230%

[Run]
  OpenROAD warning count ........................ 34
  Max capacitance violation total ........................ 0

[Detailed routing]
  Met2 Wirelength ........................ 224 um
  Drt wl/cell ........................ 7.51 um
  Final ANT Viol Nets ........................ 0
  DR vias/cell ........................ 2.11
  Routed met1 length ........................ 221 um
  Detailed Routing Iterations Pass 1 ........................ 2
  First-iteration detailed-routing DRC count ........................ 4
  Met3 Wirelength ........................ 103 um
  Number of DRC violations after detailed routing ........................ 0
  Number of antenna repair diodes ........................ 0
  Overall routed net length ........................ 548 um
  Highest metal layer used by the detailed router ........................ met3
  Total via count in the routed design ........................ 154

[Power and ir drop]
  Part of the power in registers ........................ 0%
  Total power ........................ 0.0856 mW
  Pint ........................ 0.0475 mW
  Switching portion of total power ........................ 44.6%
  Power spent charging and discharging nets ........................ 0.0382 mW
  Comb power frac ........................ 100.0%
  Worst vdd ir ........................ 0.0298 mV
  Pwr Density ........................ 300 nW/um^2
  Leakage dissipation ........................ 0.0968 nW
  Fraction of power consumed by the clock network ........................ 0%

[STA]
  Maximum clock frequency ........................ 0.919 GHz
  Share of the cycle needed by the critical path after routing ........................ 109%
  Final WS setup ........................ -0.0880 ns
  RSZ-0062 raised after global routing ........................ yes
  Final-report max-slew violation count ........................ 0
  Final count of hold timing violations ........................ 0
  Clock period minus final worst setup slack ........................ 1.09 ns
  Final tally of setup violations ........................ 3

[Setup path]
  Critical path type ........................ in2out
  Worst Path Required ........................ 0.80 ns
  Crit path launch type ........................ input pin
  Data arrival time of the critical path ........................ 0.89 ns
  Crit end category ........................ primary output
  Largest fanout on the critical path ........................ 2

[Clock network]
  CTS hold repair buffers ........................ 0

[Status]
  Violations in the final reports ........................ setup timing
  Outcome ........................ finished with violations

[Min path]
  Hold Path Class ........................ in2out

----------------------------------------------------
timing repair:
item | 4_1_cts | 5_1_grt
gates resized | 58 | 1
buffers inserted | 0 | 0
cloned | 0 | 0
pin swaps | 6 | 2
endpoints found under the setup margin | 3 | 3
kinds of logic after synthesis:
logic type,count (synthesis),share of synthesized area (%)
compound gates,6,49.3
simple gates,5,29.0
buf+inv,3,17.4
other cells,1,4.34
worst paths after layout:
kind / start / end / slack [ns] / cells after the start
worst max-delay path: A[0] / Z[2] / -0.09 / 4
worst min-delay path: A[7] / Z[0] / 0.65 / 3
through the flow:
step	area (sq um)	hold slack [ns]	TNS, ns	cells
2_1_floorplan	86.3	0.426	0	15
3_3_place_gp	269	1.45	-2.58	74
3_5_place_dp	269	1.45	-2.68	74
4_1_cts	282	0.662	-0.274	73
5_1_grt	285	0.691	-0.354	73
6_report	285	0.652	-0.150	73
per-layer routing:
metal	global-route usage (%)	vias to the layer above
met1	2.11	68
li1	-	78
met4	0	0
met2	2.57	8
met3	1.02	0
met5	0	-
worst max-delay path: stages:
cell and delay (ns):
sky130_fd_sc_hd__buf_6 0.09, sky130_fd_sc_hd__buf_6 0.11, sky130_fd_sc_hd__o41ai_4 0.33, sky130_fd_sc_hd__buf_2 0.15
cells in the final DEF, fill, tap and decap left out:
master and count:
sky130_fd_sc_hd__buf_6 6, sky130_fd_sc_hd__buf_2 6, sky130_fd_sc_hd__inv_2 2, sky130_fd_sc_hd__nor2_1 2, sky130_fd_sc_hd__a211oi_2 1, sky130_fd_sc_hd__o21ai_1 1, sky130_fd_sc_hd__nand2b_1 1, sky130_fd_sc_hd__a21oi_1 1
sky130_fd_sc_hd__a211o_1 1, sky130_fd_sc_hd__nor3_1 1, sky130_fd_sc_hd__o31ai_2 1, sky130_fd_sc_hd__nor4_4 1, sky130_fd_sc_hd__o41ai_4 1, sky130_fd_sc_hd__conb_1 1, sky130_fd_sc_hd__buf_4 1
final cells by class:
class                      instances  area, sq um
fill                             405         3130
multi-input combinational         12          115
tap                               46         57.6
inverter                           2         7.51
timing repair buffer              13          105
power groups by stage:
stage | registers (mW) | clock network, mW | logic (mW)
CTS | 0 | 0 | 0.0856
global route | 0 | 0 | 0.0947
finish | 0 | 0 | 0.0856
Power and IR drop assume default switching activity.
