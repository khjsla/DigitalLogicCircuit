[flow/run.sh]
#!/bin/bash
# OpenROAD 26Q1-2900-gdf79404cd8, Yosys 0.63+post, stock flow scripts
make -C /OpenROAD-flow-scripts/flow DESIGN_CONFIG=/design/flow/config.mk WORK_HOME=/design/flow/orfs finish
[flow/config.mk]
export PLATFORM = sky130hd
export DESIGN_NAME = downcount
export DESIGN_NICKNAME = downcount
export VERILOG_FILES = /design/flow/design.v
export SDC_FILE = /design/flow/constraint.sdc
export NUM_CORES = 4
export LEC_CHECK = 1
export CORE_AREA = 10 10 74 74
export DIE_AREA = 0 0 84 84
[flow/constraint.sdc]
current_design downcount

set clk_period 2.2
set clk_io_pct 0.2

create_clock -name clk0 -period $clk_period [get_ports {Clock}]

set non_clock_inputs [all_inputs -no_clocks]
set_input_delay [expr $clk_period * $clk_io_pct] -clock clk0 $non_clock_inputs
set_output_delay [expr $clk_period * $clk_io_pct] -clock clk0 [all_outputs]
[flow/design.v]
module downcount (R, Resetn, Clock, E, L, Q);
parameter n = 8;
input [n-1:0] R;
input Resetn, Clock, L, E;
output reg [n-1:0] Q;
always @(negedge Resetn or posedge Clock)
if (!Resetn)
Q <= 0;
else if (L)
Q <= R;
else if (E)
Q <= Q-1;
endmodule
==> flow_metrics.tcl <==
# implementation run metrics
set metrics [dict create \
    max_stage_delay_ps 500 \
    placed_cells 121 \
    relSlewSlack_pct 75.5 \
    first_iter_violations 24 \
    p_leak_nw 0.307 \
    grt_pass1_vias 427 \
    placed_cell_area_um2 719 \
    fillers 438 \
    clock_skew_ps 1.69 \
    wl_per_cell_um 10.4 \
    netlist_area_um2 467 \
    cp.required_ps 1760 \
    rsz0062_at_grt "no" \
    ys_seq_elements 8 \
    met1_usage_pct 4.16 \
    grt_first_pass_wirelength_um 2080 \
    ys_sh_aoi_pct 11.3 \
    crit_arrival_ps 1170 \
    fmax_ghz 0.621 \
    hold_path.class "in -> async" \
    xor_area_share_pct 7.51 \
    grt_overflow 0 \
    regMostFlops "Q" \
    path_class "reg -> out" \
    dieArea_mm2 0.00706 \
    fin_util_pct 19.2 \
    gp_routability_congestion 0.755 \
    synth_seq_share_pct 42.9 \
    synth_area_per_cell_um2 8.81 \
    warning_count 25 \
    grt_busiest_layer "met2" \
    synth_simple_gate_area_share_pct 30.8 \
    grt_use_met3_pct 2.56 \
    cpLargestDelayFamily "buffers and inverters" \
    synth_cell_types 19 \
    insertedDiodeCount 0 \
    io_pins 20 \
    maxCapViolations 0 \
    wl_um 1290 \
    largest_register_ffs 8 \
    first_pass_iters 2 \
    die_y_um 84 \
    ys_cells 53 \
    hold_violations 0 \
    grt_max_degree 19 \
    cp_cell_sequence "clkdlybuf4s50_1" \
    rr_startpoint "Q[0]" \
    r2r_cells 5 \
    r2r-end "Q[6]" \
    cp-end-kind "primary output" \
    route.detailed.drc 0 \
    dieWidth_um 84 \
    run_status "completed" \
    muxShareOfSynthArea_pct 0 \
    startpoint_type "register" \
    cts_tree "done" \
    drive_above_1_share_pct 6.76 \
    yosys_area_um2 467 \
    hpwlAfterDp_um 1080 \
    clkLatencyLatePin_ps 220 \
    path_clk_slew_ps 40 \
    track_usage_pct 3.64 \
    crit_buf_inv 1 \
    rows 23 \
    post_cts_buffers 0 \
    viasPerCell 3.48 \
    numCtsBuffers 3 \
    h-tree-depth 1 \
    slowest_stage "clkdlybuf4s50_1" \
    port_buffers 19 \
    finalNonFillerCells 124 \
    finalInstanceArea_um2 761 \
    core_area_mm2 0.00397 \
    min_period_ps 1610 \
    cts_root_buf "clkbuf_8" \
    logic_family "simple AND/OR/NAND/NOR gates" \
    rrSetupSlack_ps 780 \
    antenna_found_initial 0 \
    power.density_mw_per_mm2 621 \
    cp-startpoint "Q[0]" \
    slew_viol_final 0 \
    worstPathMaxFanout 4 \
    synth_warnings 1 \
    post-route-period-util_pct 73.2 \
    total_power_uw 472 \
    worst_slew_pin_slew_ps 367 \
    cts_repair_resize_count 0 \
    cts.sinks 8 \
    finalSetupViolations 0 \
    fa_ha_area_share_pct 2.68 \
    ir_drop_v 0.000184 \
    area_delta_synth_final_pct 63.0 \
    num_vias 431 \
    top_regs "Q (8)" \
    grt_util_met2_pct 5.71 \
    synthCells 53 \
    cts_hold_buf 0 \
    clockBufferDepth 2 \
    fp_util_pct 11.8 \
    ant_nets 0 \
    tns_ps 0 \
]
==> cell families after synthesis <==
group	count (synthesis)
fa+ha+maj	1
buf+inv	6
simple gates	25
compound gates	9
xor+xnor	4
flops	8
==> Yosys cell counts <==
library cell / number / area [um^2]
nand2_1: 10 / 37.5
dfrtp_1: 8 / 200
nand3_1: 5 / 25.0
o21ai_0: 5 / 25.0
inv_1: 4 / 15.0
nor2_1: 3 / 11.3
xnor2_1: 3 / 26.3
a211o_1: 2 / 17.5
clkbuf_1: 2 / 7.51
o21ai_1: 2 / 10.0
and4bb_1: 1 / 12.5
ha_1: 1 / 12.5
nand3b_1: 1 / 7.51
nor2b_1: 1 / 6.26
nor4_1: 1 / 6.26
nor4b_4: 1 / 23.8
or3_1: 1 / 6.26
or4_1: 1 / 7.51
xor2_1: 1 / 8.76
==> stage by stage <==
step	hold slack, ps	setup WS (ps)
after floorplan	144	885
after detailed placement	604	419
after global routing	527	532
after global placement	584	443
after CTS	507	573
final	499	590
==> layout make-up <==
cell class                 count  area (um^2)  share of cell area (%)
sequential                     8          200                    26.3
tap                           50         62.6                    8.22
multi-input combinational     39          244                    32.1
inverter                       4         15.0                    1.97
clock buffer                   3         41.3                    5.43
timing repair buffer          20          198                    26.0
==> cell usage in the layout (no fill, tap or decap) <==
master,instances
nand2_1,10
clkbuf_8,3
clkdlybuf4s50_1,19
ha_1,1
and4bb_1,1
nor2_1,3
xnor2_1,3
nor4b_4,1
nand3b_1,1
or4_1,1
nand3_1,5
or3_1,1
o21ai_1,2
o21ai_0,5
dfrtp_1,8
inv_1,4
a211o_1,2
xor2_1,1
nor2b_1,1
nor4_1,1
buf_4,1
==> report_power, final <==
group	total, mW	internal [mW]	leakage, nW	switching (mW)
Combinational	0.113	0.0755	0.188	0.0376
Clock	0.169	0.118	0.0216	0.0512
Sequential	0.190	0.165	0.0966	0.0246
==> metal layers <==
metal / wire [um] / vias up
met5: 0 / -
met4: 0 / 0
met3: 148 / 0
met2: 599 / 14
met1: 544 / 193
li1: - / 224
==> how the worst max path moves through the flow <==
stage                 slack, ps  depth (start not counted)  endpoint
after CTS                   570                          1      Q[3]
after global routing        530                          1      Q[2]
final                       590                          1      Q[0]
Power figures rest on the tool's default switching activity, not on a simulated workload.
